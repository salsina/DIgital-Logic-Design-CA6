### flow/constraint.sdc
current_design input_wrapper

set clk_period 1.0
set clk_io_pct 0.2

create_clock -name clk0 -period $clk_period [get_ports {clk}]

set non_clock_inputs [all_inputs -no_clocks]
set_input_delay [expr $clk_period * $clk_io_pct] -clock clk0 $non_clock_inputs
set_output_delay [expr $clk_period * $clk_io_pct] -clock clk0 [all_outputs]
### flow/design.v
module input_wrapper(input clk,rst,ld_reg,icc,inc,input[7:0] bus,output[15:0] x,output[7:0] y);
    reg [1:0] cntr;
    reg [23:0] main_reg;
    always @(posedge clk, posedge rst) begin
      if (rst) cntr <= 2'b0 ;
       else if (inc) cntr <= 2'b0;
      else if (icc) cntr <= cntr + 1;
    end
    always @(posedge clk, posedge rst) begin
        if (rst) main_reg <= 24'b0;
        else if (ld_reg) main_reg <= {bus, main_reg[23:8]};
    end
    assign x = main_reg[15:0];
    assign y = main_reg[23:16];
endmodule
### flow/run.sh
#!/bin/bash
# OpenROAD 26Q1-2900-gdf79404cd8, Yosys 0.63+post, stock flow scripts
make -C /OpenROAD-flow-scripts/flow DESIGN_CONFIG=/design/flow/config.mk WORK_HOME=/design/flow/orfs finish
### flow/config.mk
export PLATFORM = sky130hd
export DESIGN_NAME = input_wrapper
export DESIGN_NICKNAME = input_wrapper
export VERILOG_FILES = /design/flow/design.v
export SDC_FILE = /design/flow/constraint.sdc
export NUM_CORES = 4
export LEC_CHECK = 1
export CORE_AREA = 10 10 86 86
export DIE_AREA = 0 0 96 96
==> run summary <==
fresh numbers from the pnr run: Clock Power Share=a little under a quarter, total clock buffers created by CTS=3, Overflow after GRT=0, synth-to-layout area growth=55.8%, RSZ-0062 raised after global routing=yes, crit path launch type=flop, number of global-route vias before repair=roughly 700, Slowest cell on crit path=sky130_fd_sc_hd__dfrtp_1, drt first-iter violations=16, Slowest Stage Delay on Critical Path=0.40 ns, arrival time at the worst endpoint=1.16 ns, RR Startpoint=main_reg[18], Final Wtd Congestion=0.736, Total Power Consumption=about 2.5 mW, run status=complete, no violations, area of combinational cells with multiple inputs=345 um^2, crit path cell chain=buf_4, buf_6, mux2_4, Post-Syn Area per Cell=around 19 um^2, worst setup skew after layout=around 0.0029 ns, number of placed instances with taps included=approximately 180, Area leader share=60.0%, R2R depth=3, sequential share of power=48.2%, count of buffers from port buffering=34, Pint=1.90 mW, starting utilization of the core area=18.1%, worst hold slack across all endpoints=between 0.2 and 0.3 ns, Synth Register Bits=24, Reg-to-Reg End=main_reg[18], via count=around 640, P_leak=approximately 0.78 nW, combinational share of power=between 20 and 30%, average wire per standard cell=approximately 13 um, reg-to-reg slack, setup=0.002 ns, CP required=about 1.2 ns, Clock Sink Count=24, global-route wire length before repair=3850 um, OpenROAD warning count=29, standard-cell row count=27, final hold viol count=0, critical path endpoint=main_reg[18], summed instance area of the synthesized netlist=0.00100 mm^2, Max Transition Viols Final=0, class of the tightest hold or removal check=input pin to async pin, crit path from=main_reg[18], crit path time final=between 0.9 and 1 ns, total wire length=2410 um, Max VDD drop=0.471 mV, switching power share of the total=23.0%, ys cells=52, vias per cell=3.44, number of buffers inserted by hold repair at cts=0, fraction of the yosys area taken by sequential cells=60.0%, layout filler cell count=577, kind of critical path=flop to flop, synthesized instance count=roughly 52, Ys Warns=1, Reg clk slew, reported paths=0.09 ns, DRT antenna net count=0, final clock period utilization by the worst path=99.8%, DRT met1 WL=1110 um, Clock Path Buffers=2, chip area=0.00922 mm^2, source-to-sink clock delay at the later pin of the worst-skew pair=0.26 ns, Net Sw Power=567 uW, clock tree from TritonCTS=built, # H-tree levels=1, cell at the root of the clock tree=sky130_fd_sc_hd__clkbuf_8, max reg flops=24, I/O pin count=37, global-route usage over all layers=5.33%, library cell occupying the most area in the post-synthesis netlist=sky130_fd_sc_hd__dfrtp_1, worst slew margin relative to its limit=90.3%, number of standard cells in the layout, taps in and fillers out=186, Residual DRC=0, uppermost layer routed=met4, Storage cell area=around 600 um^2, PD cells=1580 mW/mm^2, Core Region=0.00554 mm^2, most area-consuming cells after synthesis=sky130_fd_sc_hd__dfrtp_1, sky130_fd_sc_hd__mux2_4, sky130_fd_sc_hd__mux2_2, sky130_fd_sc_hd__buf_12, sky130_fd_sc_hd__buf_6, Detail Route met2 WL=1150 um, largest net degree at the start of global routing=25, Max Clk Rate=1000 MHz, share of cells above drive strength 1=70.2%, Chip Width=96 um, routed length on met3=139 um, setup violation total in the final timing report=0, length of the first detailed-routing pass in iterations=3, critical path capture point type=flop, area of the synthesized netlist per yosys stat=0.00100 mm^2, count of antenna diodes in the layout=0, antenna violations before repair=0, Detailed Place HPWL=1780 um, Unique masters post-synth=6, max_cap viols=0, worst slew pin tran=0.146 ns, overall die height=96 um, crit-path max FO=2
## power groups by stage
stage	logic, mW	registers, mW	clock network (mW)
after CTS	0.762	1.18	0.646
after global routing	0.758	1.21	0.664
final	0.693	1.19	0.584
## cells by family after synthesis
kind of cell	synth area share, %
muxes	34.5
DFF	60.0
buffers and inverters	5.50
## critical path, delay by kind of cell, from the launching register on
| family | cells | cell delay, ns |
|---|---|---|
| multiplexers | 1 | 0.25 |
| buffers and inverters | 2 | 0.24 |
| flip-flops | 1 | 0.40 |
## per-layer routing
| metal | global-route usage, % | up-vias |
|---|---|---|
| met5 | 0 | - |
| met2 | 8.02 | 16 |
| met1 | 7.63 | 319 |
| met3 | 1.65 | 2 |
| li1 | - | 303 |
| met4 | 0.614 | 0 |
## cells in the final DEF (no fill, tap or decap), drive strengths merged
cell / synthesis / routed
dfrtp: 24 / 24
inv: 1 / 1
mux2: 24 / 24
clkdlybuf4s50: 0 / 9
buf: 3 / 53
clkbuf: 0 / 3
## synth_stat cells, drive strengths merged
cell,instances
inv,1
mux2,24
dfrtp,24
buf,3
## through the flow
step           setup TNS, ns  util (%)  area, um^2  worst slack, ns
2_1_floorplan              0         -        1000            0.136
3_3_place_gp         -0.0792      28.5        1580          -0.0236
3_5_place_dp          -0.181      28.5        1580          -0.0425
4_1_cts             -0.00896      29.0        1600         -0.00700
5_1_grt               -0.320      28.1        1560          -0.0289
6_report                   0      28.1        1560          0.00156
## worst min path at each step
stage / cells past startpoint / to / slack [ns]
6_report: 3 / main_reg[11] / 0.26
5_1_grt: 3 / main_reg[2] / 0.28
4_1_cts: 3 / main_reg[18] / 0.26
## area by class of cell
class	instances	share of cell area [%]
sequential	24	38.5
clock buffer	3	2.65
timing repair buffer	62	30.7
multi-input combinational	24	22.2
tap	72	5.78
inverter	1	0.241
## timing repair
action | in CTS | in global routing
setup buffers | 13 | 0
resized | 74 | 3
endpoints found under the setup margin | 24 | 32
hold endpoints to repair | 0 | 0
Power is estimated from default activity; no workload was simulated.

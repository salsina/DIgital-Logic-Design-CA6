==> flow/design.v <==
module output_wrapper(input clk,rst,ld_reg,icc,inc,gnt,input[15:0] sinx,output reg[7:0] bus,output reg cnt);
    reg [15:0] output_reg;
    always@(posedge clk,posedge rst) begin
        if (rst) cnt <= 0;
        else if (inc) cnt <= 0;
        else if (icc) cnt <= cnt + 1;
    end
    always@(posedge clk,posedge rst) begin
        if (rst) output_reg <= 16'b0;
        else if (ld_reg) output_reg <= sinx;
        else if (cnt==1 && gnt) bus <= output_reg[7:0];
        else if (cnt==0 && gnt) bus <= output_reg[15:8];
    end
endmodule
==> flow/run.sh <==
#!/bin/bash
# OpenROAD 26Q1-2900-gdf79404cd8, Yosys 0.63+post, stock flow scripts
make -C /OpenROAD-flow-scripts/flow DESIGN_CONFIG=/design/flow/config.mk WORK_HOME=/design/flow/orfs finish
==> flow/config.mk <==
export PLATFORM = sky130hd
export DESIGN_NAME = output_wrapper
export DESIGN_NICKNAME = output_wrapper
export VERILOG_FILES = /design/flow/design.v
export SDC_FILE = /design/flow/constraint.sdc
export NUM_CORES = 4
export LEC_CHECK = 1
export CORE_AREA = 10 10 89 89
export DIE_AREA = 0 0 99 99
==> flow/constraint.sdc <==
current_design output_wrapper

set clk_period 1.5
set clk_io_pct 0.2

create_clock -name clk0 -period $clk_period [get_ports {clk}]

set non_clock_inputs [all_inputs -no_clocks]
set_input_delay [expr $clk_period * $clk_io_pct] -clock clk0 $non_clock_inputs
set_output_delay [expr $clk_period * $clk_io_pct] -clock clk0 [all_outputs]
==> metrics.cfg <==
[worst_setup_path]
path_cells = clkdlybuf4s50_1
cp-end-kind = output pin
worstPathMaxFanout = 1
cp_slowest_cell = clkdlybuf4s50_1
r2r_end = bus[1]
crit-reg2reg-launch = cnt
arrival_ns = 1.07
critPathKind = register to output pin
cp_top_family = buffers and inverters
rrSetupSlack_ns = 0.14
ff2ff_path_depth = 3
cpPeakStageDelay_ns = 0.48
cp_num_buf_inv = 1
critPathLaunchType = register
required_ns = 1.20

[placement]
gp_congestion = 0.6955
portBuffers = 30
place_inst = 163
dpl.hpwl_mm = 1.752

[min_path]
worstHoldPathType = input port to async pin

[sta]
rsz0062_at_grt = no
relSlewSlack_pct = 84.76
finalCritPeriodShare_pct = 91.20
finClkSkew_ns = 0.0004793
fin_crit_ns = 1.368
fmax_ghz = 0.7310
worstMarginPinSlew_ns = 0.2277
report.final.slew_viol_count = 0
finalSetupTns_ns = 0
setup_violations = 0
hold_viol = 0

[final_layout]
area_growth_pct = 46.48
final_cells = 168
final_common_cell = clkdlybuf4s50_1
largest_register_ffs = 16
drive_gt1_share_pct = 37.63
final_cell_mix = clkdlybuf4s50_1 (29), dfrtp_1 (17), mux2_2 (15), mux2_4 (9), edfxtp_1 (8)

[synth]
syn_area_sq_um = 1031
syn_area_per_cell_sq_um = 18.41
synth-seq-cells = 25
yosysChipArea_sq_um = 1031
muxShareOfSynthArea_pct = 29.49
logic_family = multiplexers
syn_inst = 56
synthAdderAreaFrac_pct = 0
aoi_share_pct = 0
yosysSeqAreaShare_pct = 64.56
yosys_cells = 56
yosysWarningCount = 1
ys_sh_simple_pct = 1.699
ys_sh_xor_pct = 0.8495
yosysUniqueCellTypes = 11

[cts]
clockBufferDepth = 2
insertion_delay_ns = 0.26
root_buffer = clkbuf_8
h-tree-depth = 1
clkTransAtPathRegs_ns = 0.08
numCtsBuffers = 3
cts_tree = built
clock-sinks = 25

[floorplan]
ioPinCount = 31
core_region_area_sq_um = 5991
row_count = 28
initCoreUtil_pct = 17.21
die-area_sq_um = 9801
die_width_microns = 99
die_h_microns = 99

[outcome]
outcome = finished clean

[grt]
grt_pass1_wl_mm = 3.739
grt_start_max_net_pins = 15
first_global_vias = 709
grt_use_total_pct = 4.723
antenna_found_initial = 0
overflow = 0

[power_and_ir_drop]
power_density_nw_per_um2 = 923.4
combPwrFrac_pct = 15.9
seqPwrFrac_pct = 56.8
power_mw = 1.395
peakVddDrop_mv = 0.4155
power_frac_clock_pct = 27.3
netSwitchingFraction_pct = 20.36
p_switching_mw = 0.2840
power.internal_mw = 1.111
p_leak_nw = 0.6131

[drt]
vias_per_cell = 3.405
wl_per_cell_microns = 12.98
ant_nets = 0
drt_iter0_markers = 17
vias = 572
drc = 0
first_pass_iters = 4
num_antenna_cells = 0
wl_mm = 2.181

[run]
maxCapViolCount = 0
warning_count = 25

[Yosys cell counts]
cell type	count	area (sq um)
mux2_2	15	168.9
edfxtp_1	8	240.2
nor3b_1	1	7.510
xnor2_1	1	8.760
nor2_1	1	3.750
dfrtp_1	17	425.4
inv_1	1	3.750
nand2_2	1	6.260
buf_12	1	20.02
mux2_4	9	135.1
buf_6	1	11.26
[logic make-up after synthesis]
| group | count (synthesis) |
|---|---|
| flip-flops | 25 |
| buffers and inverters | 3 |
| XOR/XNOR | 1 |
| AND/OR/NAND/NOR | 3 |
| multiplexers | 24 |
[routing by layer]
| metal | GRT usage (%) | wire length, microns | vias to the layer above |
|---|---|---|---|
| li1 | - | - | 276 |
| met1 | 5.833 | 928 | 274 |
| met2 | 7.665 | 1052 | 22 |
| met3 | 2.326 | 200 | 0 |
| met4 | 0.2205 | 0 | 0 |
| met5 | 0 | 0 | - |
[worst max-delay path by stage]
stage | endpoint | depth (start not counted) | from
after global routing | bus[3] | 1 | bus[3]
final | bus[3] | 1 | bus[3]
after CTS | cnt | 1 | cnt
[through the flow]
step / hold slack, ns / setup WS (ns) / util (%) / cell area [sq um]
after global routing: 0.2893 / 0.06011 / 25.21 / 1510
after global placement: 0.4861 / -0.05612 / 24.27 / 1454
after CTS: 0.2963 / 0.01812 / 25.04 / 1500
after detailed placement: 0.4919 / -0.08769 / 24.27 / 1454
after floorplan: 0.2261 / 0.1407 / - / 1036
final: 0.2999 / 0.1320 / 25.21 / 1510
[power groups by stage]
stage | Sequential, mW | Clock, mW | Combinational (mW)
after CTS | 0.794 | 0.401 | 0.224
after global routing | 0.801 | 0.444 | 0.245
final | 0.792 | 0.380 | 0.222
[area by class of cell]
type,instances,area (sq um)
inverters,1,3.754
well taps,75,93.84
clock inverters,1,5.005
repair buffers,35,365.4
multi-input cells,28,335.3
fillers,615,4481
flip-flops and latches,25,665.6
clock buffers,3,41.29
[timing repair]
item	in CTS	in global routing
setup buffers	0	1
hold buffers	0	0
endpoints found under the setup margin	0	1
gates resized	0	1
